===== flow/config.mk =====
export PLATFORM = sky130hd
export DESIGN_NAME = PC_CTRL_pipe
export DESIGN_NICKNAME = PC_CTRL_pipe
export VERILOG_FILES = /design/flow/design.v
export SDC_FILE = /design/flow/constraint.sdc
export NUM_CORES = 4
export LEC_CHECK = 1
export CORE_AREA = 10 10 113 113
export DIE_AREA = 0 0 123 123
export SYNTH_HDL_FRONTEND = slang

===== flow/design.v =====
`timescale 1ns / 1ps
module FA(a, b, c_in, s, c_out);
    input a, b, c_in;
    output s, c_out;
    assign s = a ^ b ^ c_in;
    assign c_out = (a & b) | (b & c_in) | (c_in & a);
endmodule
`timescale 1ns / 1ps
module FA32(a, b, s);
    input [31:0] a, b;
    output [31:0] s;
    wire [30:0] c;
    generate
    genvar i;
    for (i = 0; i <= 31; i = i + 1) begin : fa32
        if(i == 0)
            HA ha(a[i], b[i], s[i], c[i]);
        else
            FA fa(a[i], b[i], c[i-1], s[i], c[i]);
    end
    endgenerate
endmodule
`timescale 1ns / 1ps
module HA(a, b, s, c_out);
    input a, b;
    output s, c_out;
    assign s = a ^ b;
    assign c_out = a & b;
endmodule
`timescale 1ns / 1ps
module PC_CTRL_pipe(clk,nextpc,pc,pcadd4);
    input clk;
    input [31:0] nextpc;
    output reg [31:0] pc;
    output [31:0] pcadd4;
    FA32 fa32(pc,32'b100,pcadd4);
    initial begin
        pc<=0;
    end
    always @(posedge clk) begin
        pc<=nextpc;
    end
endmodule

===== flow/constraint.sdc =====
current_design PC_CTRL_pipe

set clk_period 5.0
set clk_io_pct 0.2

create_clock -name clk0 -period $clk_period [get_ports {clk}]

set non_clock_inputs [all_inputs -no_clocks]
set_input_delay [expr $clk_period * $clk_io_pct] -clock clk0 $non_clock_inputs
set_output_delay [expr $clk_period * $clk_io_pct] -clock clk0 [all_outputs]

===== flow/run.sh =====
#!/bin/bash
# OpenROAD 26Q1-2900-gdf79404cd8, Yosys 0.63+post, stock flow scripts
make -C /OpenROAD-flow-scripts/flow DESIGN_CONFIG=/design/flow/config.mk WORK_HOME=/design/flow/orfs finish

==> GITHUB_STEP_SUMMARY <==
### Flow metrics

| Metric | Value |
|---|---|
| WHS | `1.154 ns` |
| Largest registers | `pc x32` |
| TNS Setup | `-5.962 ns` |
| CP bufs+invs | `1` |
| Routed vias | `just under 900` |
| Top logic family | `buffers and inverters` |
| Port Buffers | `approximately 96` |
| CTS root buffer | `clkbuf_8` |
| Hold Buf Count CTS | `0` |
| Area delta synth->final | `77.57%` |
| All-Layer GR Usage | `4.770%` |
| Mux cell area share | `0%` |
| Fin util | `25.52%` |
| Share of layout cells above drive strength 1 | `between 30% and 40%` |
| Logic area | `709.4 um2` |
| Final worst slack | `-1.187 ns` |
| Hold Path Class | `in2reg` |
| Total Power Consumption | `a little under 600 uW` |
| Simple-Gate Fraction of Synth Area | `0%` |
| Post-route cell area | `around 2600 um2` |
| DRC | `0` |
| Least-Margin Pin Slew | `0.1510 ns` |
| OpenROAD warning count | `28` |
| Yosys cell count | `126` |
| Most frequent CP cell | `ha_4` |
| Max FO, Critical Path | `2` |
| RSZ-0062 raised after global routing | `yes` |
| Largest net degree at the start of global routing | `10` |
| Chip area | `around 15000 um2` |
| Post-synth seq share | `43.17%` |
| Top Family by Delay on Critical Path | `adder cells` |
| Netlist Area Pre-Place | `1484 um2` |
| Io pins | `between 90 and 100` |
| Synth Instances | `about 130` |
| Power Density | `roughly 230 nW/um2` |
| WP data arrival | `roughly 5.2 ns` |
| Die W | `123 um` |
| WS Path Type | `reg2out` |
| Hold Vio Cnt, Final | `0` |
| Adder share | `23.61%` |
| Cell Count, Final, Fillers Out | `approximately 310` |
| Initial DRC count | `13` |
| Fmax | `0.1616 GHz` |
| Filler cell count | `1053` |
| Final Setup Violations | `9` |
| Diode count | `0` |
| Core area | `10320 um2` |
| Slowest stage cell, crit path | `dfxtp_4` |
| Crit share post-route | `123.7%` |
| DR vias/cell | `between 2 and 3` |
| Die height | `123 um` |
| Lkg Pwr | `0.9815 nW` |
| Post-Synth XOR/XNOR Area | `0.5902%` |
| GR Overflow Total | `0` |
| Failing checks | `setup timing` |
| Htree depth | `2` |
| Relative slew slack | `89.92%` |
| Clock transition at path regs | `0.07 ns` |
| Initial antenna violation count | `0` |
| Syn. warnings | `0` |
| Rows | `37` |
| Vias in the first global route | `1010` |
| Max FFs per register | `32` |
| FP Core Util | `14.37%` |
| Detail-routed net length per standard cell | `12.59 um` |
| Detailed Routing Iterations Pass 1 | `2` |
| Area after DPL | `2524 um2` |
| Chip area line of the yosys report | `around 1500 um2` |
| AND-OR/OR-AND Cells, Area Fraction | `0%` |
| Placed cells | `around 300` |
| Total CTS buffers | `5` |
| Setup crit end | `pcadd4[31]` |
| Avg Cell Area, Syn | `~12 um2` |
| Synth Register Bits | `32` |
| Pins Over Slew Limit | `0` |
| Reg area | `645.6 um2` |
| Largest Register | `pc` |
| Yosys cell types | `5` |
| CTS tree | `built` |
| Antenna-violating nets left | `0` |
| WL final | `just under 4 mm` |
| Final min period | `6.187 ns` |
| DP Worst Slack | `-1.301 ns` |
| CTS sink count | `32` |
| CP endpoint kind | `primary output` |
| First-pass GRT wire length | `5.561 mm` |
| VDD IR max | `0.08920 mV` |
| Startpoint Class | `register` |
| Crit path depth | `30` |
| Crit path DRT | `4.00 ns` |
| DP HPWL | `3.357 mm` |
| Max Cap Viol | `0` |
| Worst setup path start | `pc[2]` |
| Clock Tree Buf Depth | `2` |
| GPL Wtd Cong | `0.7145` |
| Outcome | `finished with violations` |
| Largest stage delay, worst path | `0.35 ns` |
## cell usage after synthesis (all sizes together)
| cell | n | area share, % |
|---|---|---|
| ha | 28 | 24 |
| dfxtp | 32 | 43 |
| buf | 64 | 32 |
| xor2 | 1 | 0.59 |
| inv | 1 | 0.25 |
## final cells by class
type                       instances  area share, %
inverter                           1         0.1424
timing repair buffer             102          38.32
clock buffer                       7          3.656
sequential                        32          24.50
multi-input combinational         29          26.92
tap                              136          6.458
## metal layers
layer  global-route usage [%]  share of wire, %  vias up
li1                         -                 -      436
met1                    4.306                32      382
met2                    8.969                51       48
met3                    2.821                14        5
met4                   0.9461               2.3        0
met5                        0                 0        -
## where the power goes
part / switching [mW] / total [mW] / internal [mW]
Clock: 0.0969 / 0.220 / 0.123
Combinational: 0.0145 / 0.0928 / 0.0783
Sequential: 0.0134 / 0.282 / 0.269
Total: 0.125 / 0.595 / 0.470
## cells in the final DEF, fill, tap and decap left out
cell,instances
dlygate4sd2_1,2
buf_6,9
clkdlybuf4s50_1,84
dfxtp_4,1
ha_4,28
xor2_1,1
clkbuf_8,7
dfxtp_1,30
buf_2,1
inv_1,1
dfxtp_2,1
buf_4,6
## how the worst min path moves through the flow
stage	start	end	slack, ns	cells past startpoint
after CTS	nextpc[7]	pc[7]	1.14	1
after global routing	nextpc[11]	pc[11]	1.13	1
final	nextpc[3]	pc[3]	1.15	1
## logic make-up (layout without fill, tap and decap cells)
family	Yosys count	after routing
buffers and inverters	65	110
xor gates and xnor gates	1	1
adders and majority gates	28	28
DFF	32	32
## timing repair
action | in CTS | in global routing
endpoints found under the hold margin | 0 | 0
resized | 40 | 5
setup endpoints to repair | 12 | 10
cloned | 0 | 0
buffers inserted | 1 | 0
pin swaps | 6 | 5
Power figures rest on the tool's default switching activity, not on a simulated workload.
