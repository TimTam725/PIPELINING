$ cat design/flow/config.mk
export PLATFORM = sky130hd
export DESIGN_NAME = BRANCH_ADR
export DESIGN_NICKNAME = BRANCH_ADR
export VERILOG_FILES = /design/flow/design.v
export SDC_FILE = /design/flow/constraint.sdc
export NUM_CORES = 4
export LEC_CHECK = 1
export CORE_AREA = 10 10 96 96
export DIE_AREA = 0 0 106 106
export SYNTH_HDL_FRONTEND = slang
$ cat design/flow/constraint.sdc
current_design BRANCH_ADR

set clk_period 10.1
set clk_io_pct 0.2

create_clock -name clk0 -period $clk_period

set non_clock_inputs [all_inputs -no_clocks]
set_input_delay [expr $clk_period * $clk_io_pct] -clock clk0 $non_clock_inputs
set_output_delay [expr $clk_period * $clk_io_pct] -clock clk0 [all_outputs]
$ cat design/flow/design.v
`timescale 1ns / 1ps
module BRANCH_ADR(pc,extension,BranchandZero,branchpc);
    input [31:0] pc,extension;
    input BranchandZero;
    output [31:0] branchpc;
    wire [31:0] bpc2,aluout;
    FA32 fa32(pc,bpc2,aluout);
    assign bpc2 = extension <<2 ;
    assign branchpc=(BranchandZero)?aluout:pc;
endmodule
`timescale 1ns / 1ps
module FA(a, b, c_in, s, c_out);
    input a, b, c_in;
    output s, c_out;
    assign s = a ^ b ^ c_in;
    assign c_out = (a & b) | (b & c_in) | (c_in & a);
endmodule
`timescale 1ns / 1ps
module FA32(a, b, s);
    input [31:0] a, b;
    output [31:0] s;
    wire [30:0] c;
    generate
    genvar i;
    for (i = 0; i <= 31; i = i + 1) begin : fa32
        if(i == 0)
            HA ha(a[i], b[i], s[i], c[i]);
        else
            FA fa(a[i], b[i], c[i-1], s[i], c[i]);
    end
    endgenerate
endmodule
`timescale 1ns / 1ps
module HA(a, b, s, c_out);
    input a, b;
    output s, c_out;
    assign s = a ^ b;
    assign c_out = a & b;
endmodule
$ cat design/flow/run.sh
#!/bin/bash
# OpenROAD 26Q1-2900-gdf79404cd8, Yosys 0.63+post, stock flow scripts
make -C /OpenROAD-flow-scripts/flow DESIGN_CONFIG=/design/flow/config.mk WORK_HOME=/design/flow/orfs finish
==> run summary <==
The run has ended; figures from its reports follow.

Setup repair after global routing could not meet its margin everywhere. The data required time at the worst endpoint is 8.08 ns. The simple-gate portion of the synthesized area came out at 0.387%. The top-area cell type share of the netlist area came out at 57.8%. The most frequent cell after synthesis is mux2_2. The hold slack came out at 4.04 ns. The number of fill cells in the layout is 772. Before any placement, the netlist area is recorded as 970 sq um. The number of placed instances with taps included came out at 252. The slowest stage of the critical path belongs to the cell fa_2. Recorded from the global router log, the overflow total was 0. The main logic family after synthesis is adder cells.

The chip area came out at 0.0112 sq mm. The mux contribution to synthesized area is 33.7%. The port buffer count is 91. The final worst-path setup slack is -4.34 ns.

The starting density of the core is 13.4%. The total number of warnings across the stage logs came out at 37. The quantity of hold-fixing buffers added after cts came out at 0. The cell area after placement is 0.00205 sq mm.

At the worst endpoint, the arrival time is 12.42 ns. The global routing usage summed across all routing layers came out at 5.87%. The total power of the final layout is 105 uW. Summed over all nets, the half-perimeter wirelength after detailed placement is 3100 um. The adder-cell share of the synthesized area came out at 59.1%. The fraction of final layout cells with drive strength greater than 1 came out at 43.8%. The count of endpoints failing setup in the final report came out at 14.

The area share of and-or/or-and cells after synthesis came out at 0%. The horizontal extent of the die came out at 106 um. The die span in y is 106 um. 97 I/O pins were placed. Per the summary, power density relative to cell area is 51.7 mW/mm^2. The count of unresolved DRC violations after routing is 0. STA classifies the critical path startpoint as a primary input. The synthesis report lists the Yosys warning total as 0.

The checks that failed: setup timing. The sequential fraction of the synthesis area is 0%. The remaining antenna violation count after routing is 0. The largest fanout of any net on the critical path came out at 2.

The final critical path takes up 143% of the cycle. Synthesis produced 66 cells. Per the Yosys statistics, synthesis produced 66 cells.

The commonest cells after synthesis are mux2_2 (29), fa_1 (28), buf_6 (3). The leakage power summed over all cells came out at 0.724 nW. The logic area is 0.00101 sq mm. The routed wire length came out at 3370 um. The total core area is 0.00721 sq mm. The maximum clock rate came out at 69.2 MHz. The area of the synthesized netlist per yosys stat is 970 sq um.

The initial antenna violation count is 0. The via count of the first global-routing pass is 1065. Across the whole layout, storage elements account for 0 sq um. The first global-routing pass estimated 5430 um of wire. The headroom to the max-slew limit came out at 73.2%. With fillers left out, the area of the finished cells amounts to 0.00203 sq mm. The summed negative setup slack over all endpoints is -35.11 ns.

The violation count after the first detailed-routing iteration came out at 11. STA reports the tightest min-delay check as being of type primary input to primary output. The XOR/XNOR share of the synthesized area is 1.81%. The count of inserted antenna diode cells is 0.

The run finished, with violations left. The weighted congestion reported at the end of routability-driven placement is 0.802. The average detailed-routed wire length per instance is 13.4 um. The type of the setup path with the least slack is primary input to primary output. The transition time recorded at the tightest slew-check pin is 0.403 ns.

The number of hold violations in the final report came out at 0. The number of clock-tree buffers in the layout came out at 0. The placement row count came out at 31. The synthesis-to-finish area growth came out at 109%. The first-pass iteration count of the detailed router is 2.

The main area contributors are fa_1 (58%), mux2_2 (34%), buf_6 (3.5%), buf_4 (1.5%), ha_1 (1.3%). Summed over all instances, the cell type with the most area after synthesis is fa_1. Entering global routing, the biggest net connects 31 pins. The maximum VDD drop is 0.0208 mV. STA classifies the critical path endpoint as a primary output.

The filler-free cell count of the finished design came out at 252. The number of sequential storage elements is 0. The number of maximum-capacitance violations came out at 0. The count of distinct cell types in the synthesized netlist came out at 8. For reference, the final report shows the max-slew violation count at 0.

Dividing the synthesized area by the synthesized cell count gives 14.7 sq um. The timing report shows the most common cell along the critical path to be fa_2. The final timing report derives a shortest allowable period of 14.44 ns. In the routed layout, each cell is associated on average with a via count of 3.50. The longest individual stage delay on the worst path is 0.38 ns. The via count came out at 883.
-- kinds of logic after synthesis --
kind of cell	count (synthesis)
adder cells (fa/ha/maj)	29
multiplexers	29
buffers and inverters	5
XOR/XNOR	2
AND/OR/NAND/NOR	1
-- where the power goes --
part	internal [mW]	leakage [nW]	switching (mW)
logic	0.0738	0.724	0.0311
registers	0	0	0
clock network	0	0	0
total	0.0738	0.724	0.0311
-- final cells by class --
cell class / instances / share of cell area (%)
Timing Repair Buffer: 92 / 44.2
Tap cell: 99 / 6.11
Multi-Input combinational cell: 61 / 49.7
-- critical path: cells and delay by family --
family	cells	cell delay (ns)
adder cells (fa/ha/maj)	29	9.80
XOR/XNOR	2	0.27
buffers and inverters	2	0.21
AND/OR/NAND/NOR	1	0.08
-- through the flow --
step / setup WS (ns) / util (%)
5_1_grt: -4.68 / 28.1
4_1_cts: -4.42 / 28.0
6_report: -4.34 / 28.1
3_5_place_dp: -5.21 / 28.4
3_3_place_gp: -5.18 / 28.4
2_1_floorplan: -3.87 / -
-- timing repair --
item / in CTS / in global routing
gates resized: 33 / 5
endpoints found under the setup margin: 16 / 15
setup buffers: 0 / 0
-- layout by cell type, fill, tap and decap left out --
cell type / count
mux2_2: 28
xor2_1: 1
xnor2_1: 1
fa_2: 28
buf_6: 2
buf_4: 1
clkbuf_2: 1
ha_4: 1
clkdlybuf4s50_1: 75
nand2_1: 1
buf_2: 5
dlymetal6s2s_1: 4
mux2_4: 1
dlygate4sd2_1: 4
-- path summary, 6_finish.rpt --
check,startpoint,end,slack (ns),cells after the start
worst max-delay path,pc[2],branchpc[31],-4.34,34
worst min-delay path,pc[0],branchpc[0],4.04,0
-- per-layer routing --
metal | wire length, um | global-route usage, % | part of all wire [%] | up-vias
met2 | 1300 | 8.35 | 39 | 68
met1 | 1640 | 8.50 | 49 | 418
li1 | - | - | - | 397
met5 | 0 | 0 | 0 | -
met3 | 425 | 2.75 | 13 | 0
met4 | 0 | 0 | 0 | 0
Power figures rest on the tool's default switching activity, not on a simulated workload.
