File: flow/design.v
`timescale 1ns / 1ps
module register_file(rs,rt,rw,wdata,RegWrite,clk,rdata1,rdata2);
    input [4:0] rs,rt,rw;
    input [31:0] wdata;
    input RegWrite;
    input clk;
    output [31:0] rdata1,rdata2;
    reg [31:0] register [31:0];
    assign rdata1=register[rs];
    assign rdata2=register[rt];
    integer i;
    initial begin
        for(i=0;i<=31;i=i+1) begin
		  register[i] <= 32'b0;
		end
    end
    always@(posedge clk) begin
        if(RegWrite)
            register[rw]<=wdata;
    end
endmodule
File: flow/run.sh
#!/bin/bash
# OpenROAD 26Q1-2900-gdf79404cd8, Yosys 0.63+post, stock flow scripts
make -C /OpenROAD-flow-scripts/flow DESIGN_CONFIG=/design/flow/config.mk WORK_HOME=/design/flow/orfs finish
File: flow/config.mk
export PLATFORM = sky130hd
export DESIGN_NAME = register_file
export DESIGN_NICKNAME = register_file
export VERILOG_FILES = /design/flow/design.v
export SDC_FILE = /design/flow/constraint.sdc
export NUM_CORES = 4
export LEC_CHECK = 1
export CORE_UTILIZATION = 30
File: flow/constraint.sdc
current_design register_file

set clk_period 5.1
set clk_io_pct 0.2

create_clock -name clk0 -period $clk_period [get_ports {clk}]

set non_clock_inputs [all_inputs -no_clocks]
set_input_delay [expr $clk_period * $clk_io_pct] -clock clk0 $non_clock_inputs
set_output_delay [expr $clk_period * $clk_io_pct] -clock clk0 [all_outputs]
==> Slide: Implementation Results <==
Flow Results at a Glance

Flow run
  • Maxcap violations: 0
  • Tool warnings: 26

Cells and area
  • Largest registers: register (1024)
  • Max reg flops: between 1k and 1.5k
  • Area Overhead vs Synth: 16.81%
  • Biggest register: register
  • Final instance area: 56990 µm²
  • Layout Cells excl Fill: a little under 6k
  • Share of post-route cells with drive strength above 1: 10.75%

Detailed routing
  • Vias/cell: roughly 5.4
  • N_diodes: 0
  • Routed via count: ~31k
  • DRT antenna net count: 0
  • Number of DRC markers in iteration 0: about 2.1k
  • Total Wirelength: 155.0 mm
  • Drt first pass iters: 5
  • DRC viols: 0
  • Drt wl/cell: 26.82 µm

STA
  • Relative slew slack: about two fifths
  • Worst slew pin tran: 0.8824 ns
  • Slew Viols, Final: 0
  • TNS Setup: 0 ns
  • Setup violators final: 0
  • Hold Fails Final Rpt: 0
  • Final hold slack: roughly 1.1 ns
  • Unrepaired setup endpoints after global routing: false
  • Final period utilization: 93.44%
  • Setup WS post-layout: between 0.3 and 0.4 ns
  • Achievable clock frequency: 209.8 MHz
  • Fin crit period: 4.765 ns

Logic synthesis
  • Top FF cell, synth: edfxtp_1
  • Ys async rst share: 0%
  • Post-synth EDFFs: 1024
  • YS chip area: around 49000 µm²
  • Synth warn: 1
  • Syn Std Cell Area: between 40000 and 50000 µm²
  • Synth flops: a little over 1k
  • Synth unique cells: 23
  • Register area share after synthesis: 63.03%
  • Post-synthesis instance total: ~3.4k
  • Cells in synth_stat.txt: 3386
  • Avg Cell Area, Syn: 14.41 µm²

Die
  • Die width: roughly 410 µm
  • Initial core utilization: a little under a third
  • # IOs: approximately 110
  • Core footprint: 160900 µm²
  • Die Span Y: a little over 400 µm
  • Die Area: 164200 µm²
  • FP Rows: 147

Pwr
  • Power Density: roughly 330 nW/µm²
  • Peak VDD IR: between 0.2 and 0.25 mV
  • Pleak: between 20 and 25 nW

Hold path
  • Hold EP: register[26][17]$_DFFE_PP_
  • Hold WC Path Type: input port to flip-flop
  • Worst Hold Launch: wdata[17]
  • Hold path depth: 2

Setup path
  • CP Max Fanout: 29
  • CP arrival: 3.75 ns
  • CP startpoint: rs[2]
  • CP Launch Type: input port
  • Setup crit end kind: output pin
  • Crit Path Class: input port to output pin
  • CP required: 4.08 ns

CTS
  • CTS tree: built
  • Max clock buf depth: 3
  • CTS resizes: 0
  • Clock sinks: about 1.0k
  • Root Buffer: clkbuf_16
  • CTS clk-pin slew, worst paths: approximately 0.060 ns
  • CTS Hold Bufs: 0
  • H-tree levels: 3
  • Clock buffer count from CTS: 99
  • Postcts setup bufs: 0

Placed design
  • Number of I/O port buffers: around 110
  • RD Place Congestion: between 0.8 and 0.9
  • Placed inst area: ~54000 µm²
  • Worst slack, placed: 0.3664 ns
  • Post-DP HPWL: around 90 mm
  • Placed cell count: ~5.6k

Global route
  • Grt total ovfl: 0
  • First-pass GRT wire length: 221.4 mm
  • Initial antenna violation count: 10
  • GRT Util Overall: about a fifth
  • Largest net degree at the start of global routing: approximately 60
  • Vias in the first global route: approximately 32k

Status
  • Outcome: completed
[cells in the final DEF (no fill, tap or decap), drive strengths merged, types with 3 or more instances in the layout]
master | netlist | final
a21oi | 192 | 192
a22o | 128 | 128
a22oi | 192 | 192
a31oi | 64 | 64
buf | 163 | 194
bufinv | 0 | 9
clkbuf | 90 | 123
clkdlybuf4s50 | 0 | 110
clkinv | 0 | 47
edfxtp | 1024 | 1024
mux2i | 1024 | 1024
nand2 | 195 | 195
nand2b | 4 | 4
nand3 | 194 | 194
nand3b | 5 | 5
nor2 | 35 | 35
nor2b | 4 | 4
nor3 | 64 | 64
or3b | 3 | 3
[power breakdown]
part           leakage [nW]  internal (W)  switching, W
Sequential             9.22       0.00936     0.0000396
Clock                  1.58       0.00410       0.00324
Combinational          9.82      0.000727       0.00109
Total                  20.6        0.0142       0.00437
[area by class of cell]
class                           count  area (µm²)
Fill cell                       15100      103900
Clock inverter                     58       586.8
Clock buffer                      123        2610
Multi-Input combinational cell   2109       16780
Sequential cell                  1024       30750
Timing Repair Buffer              304        3561
Tap cell                         2160        2703
[metrics by stage]
stage          utilization, %  power [W]
2_1_floorplan               -    0.01054
3_3_place_gp            33.42    0.01138
3_5_place_dp            33.42    0.01139
4_1_cts                 35.41    0.01864
5_1_grt                 35.41    0.01908
6_report                35.41    0.01856
[logic make-up after synthesis]
group | synth area share (%)
and+or+nand+nor | 4.714
DFF | 63.03
AOI/OAI and AO/OA | 8.042
muxes | 21.01
buffers and inverters | 3.211
[per-layer routing]
metal / wire length (µm) / track usage (%) / vias up
li1: - / - / 13690
met1: 55970 / 23.88 / 15460
met2: 71770 / 29.92 / 1780
met3: 22480 / 12.31 / 276
met4: 4619 / 4.838 / 22
met5: 153 / 0.1487 / -
[how the worst max path moves through the flow]
stage / to / slack (ns) / cells past startpoint
after CTS: rdata1[9] / 0.37 / 8
after global routing: rdata1[9] / 0.21 / 8
final: rdata1[31] / 0.33 / 9
[worst max-delay path: stages]
cell and delay [ns]:
clkdlybuf4s50_1 0.63, nor2b_4 0.54, buf_12 0.30, buf_4 0.24, a22o_1 0.15, nor3_1 0.05
a31oi_1 0.23, nand3_1 0.13, clkdlybuf4s50_1 0.43
[cell usage after synthesis (3+ instances only)]
| cell type | instances | area share, % |
|---|---|---|
| clkbuf_4 | 4 | 0.062 |
| nand2b_1 | 4 | 0.051 |
| nand2_1 | 195 | 1.5 |
| nor3_1 | 64 | 0.66 |
| edfxtp_1 | 1024 | 63 |
| mux2i_1 | 1024 | 21 |
| nand3b_1 | 5 | 0.077 |
| buf_6 | 45 | 1.0 |
| buf_4 | 47 | 0.72 |
| or3b_2 | 3 | 0.054 |
| a31oi_1 | 64 | 0.82 |
| a22oi_1 | 192 | 3.0 |
| buf_2 | 70 | 0.72 |
| clkbuf_1 | 86 | 0.66 |
| nand3_1 | 194 | 2.0 |
| nor2_1 | 35 | 0.27 |
| a21oi_1 | 192 | 2.0 |
| nor2b_1 | 4 | 0.051 |
| a22o_1 | 128 | 2.3 |
No activity file was given, so power comes from the tool's default toggle rates.
